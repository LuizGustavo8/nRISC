### /design/flow/config.mk
export PLATFORM = sky130hd
export DESIGN_NAME = memoria_de_dados
export DESIGN_NICKNAME = memoria_de_dados
export VERILOG_FILES = /design/flow/design.v
export SDC_FILE = /design/flow/constraint.sdc
export NUM_CORES = 4
export LEC_CHECK = 1
export CORE_UTILIZATION = 30
### /design/flow/constraint.sdc
current_design memoria_de_dados

set clk_period 22.2
set clk_io_pct 0.2

create_clock -name clk0 -period $clk_period [get_ports {clk}]

set non_clock_inputs [all_inputs -no_clocks]
set_input_delay [expr $clk_period * $clk_io_pct] -clock clk0 $non_clock_inputs
set_output_delay [expr $clk_period * $clk_io_pct] -clock clk0 [all_outputs]
### /design/flow/design.v
 module memoria_de_dados  
 (  
      input                         clk,  
      input     [15:0]               mem_access_addr,  
      input     [15:0]               mem_write_data,  
      input                         mem_write_en,  
      input mem_read,  
      output     [15:0]               mem_read_data  
 );  
      integer i;  
      reg [15:0] ram [255:0];  
      wire [7 : 0] ram_addr = mem_access_addr[8 : 1];  
      initial begin  
           for(i=0;i<256;i=i+1)  
                ram[i] <= 16'd0;  
      end  
      always @(posedge clk) begin  
           if (mem_write_en)  
                ram[ram_addr] <= mem_write_data;  
      end  
      assign mem_read_data = (mem_read==1'b1) ? ram[ram_addr]: 16'd0;   
 endmodule   
### /design/flow/run.sh
#!/bin/bash
# OpenROAD 26Q1-2900-gdf79404cd8, Yosys 0.63+post, stock flow scripts
make -C /OpenROAD-flow-scripts/flow DESIGN_CONFIG=/design/flow/config.mk WORK_HOME=/design/flow/orfs finish
==> results.py <==
# Physical implementation metrics
metrics = {
    "cts": {
        "cts_setup_buffers": 0,
        "cts_tree": "yes",
        "cts_buffers": 398,
        "path_clk_slew_ns": 0.06,
        "cts_max_path_buffers": 4,
        "htree_levels": 5,
        "cts_hold_buf": 0,
        "cts_sinks": 4096,
        "cts_root_buf": "clkbuf_16",
        "post_cts_resized": 0,
    },
    "routing": {
        "wl_per_cell_um": 25.8,
        "vias": 76524,
        "first_pass_iters": 6,
        "drtAntennaViolNets": 0,
        "routed_wl_um": 397000,
        "drtIter0Drc": 5051,
        "avgViaCountPerCell": 4.97,
        "drc": 0,
    },
    "placed_design": {
        "place.port_buffers": 42,
        "place_ws_ns": 6.76,
        "dp_cells": 14632,
        "routabilityCongestion": 0.871,
        "dp_hpwl_um": 237000,
    },
    "floorplan": {
        "rows": 265,
        "io-pin-count": 51,
        "die-area_um2": 526000,
        "initial_core_util_pct": 30.1,
        "die-height_um": 725,
        "fp.dieW_um": 725,
        "core-area_um2": 521000,
    },
    "logic_synthesis": {
        "ys_cells": 7620,
        "netlist_instances": 7620,
        "post_synth_main_logic_family": "multiplexers",
        "top_area_share_pct": 78.4,
        "synth_area_leader_cell": "edfxtp_1",
        "synth.cellmix.xorXnorShare_pct": 0,
        "simple_gate_share_pct": 1.99,
        "synthDistinctLibCells": 51,
        "syn_avg_cell_area_um2": 20.6,
        "area_leaders": "edfxtp_1 (78%), mux4_2 (8.4%), mux2i_1 (5.7%)",
        "syn-cell-area_um2": 157000,
        "yosys_warnings": 1,
        "async_flop_share_pct": 0,
        "ys_seq_share_pct": 78.4,
        "ys.flops": 4096,
        "aoi_share_pct": 3.91,
        "ys.flop_type": "edfxtp_1",
        "ys_area_um2": 157000,
        "adder_share_pct": 0,
        "mux_area_share_pct": 14.2,
        "edf_count": 4096,
    },
    "setup_path": {
        "cp_data_arrival_time_ns": 11.17,
        "cp_num_buf_inv": 7,
        "cp.depth": 13,
        "crit_fanout": 101,
        "crit_type": "input pin to primary output",
        "crit_required_ns": 17.76,
        "cp_cell_sequence": "buf_16, buf_4, buf_4, buf_4, buf_4, buf_4, mux2i_1, a221oi_1, o21ai_1, nand3_1, a21oi_1, a32oi_1, clkdlybuf4s50_1",
        "cpMostUsedCell": "buf_4",
        "start_kind": "input pin",
        "critPathTopFamily": "buffers and inverters",
        "slowest_stage": "a21oi_1",
        "crit_path_max_incr_delay_ns": 0.81,
        "cp-end-kind": "primary output",
    },
    "global_routing": {
        "met1_usage_pct": 16.3,
        "antenna_found_initial": 11,
        "met3_usage_pct": 13.6,
        "grt_pass1_wl_um": 571000,
        "grtUsageMet2_pct": 24.2,
        "grt_pass1_vias": 83247,
        "grt_max_degree": 116,
        "track_usage_pct": 15.9,
        "overflow": 0,
        "gr-max-usage-layer": "met2",
    },
    "final_timing": {
        "worst_pin_slew_ns": 1.07,
        "finalSetupViolations": 0,
        "worst_slack_ns": 6.59,
        "max_freq_ghz": 0.0641,
        "fin_setup_tns_ns": 0,
        "fin_crit_sh_pct": 70.3,
        "rsz0062_at_grt": "no",
        "finalMaxSlewViolations": 0,
        "relSlewSlack_pct": 28.9,
        "hold_viol_final": 0,
        "fin_crit_ns": 15.61,
    },
    "power_and_ir_drop": {
        "power_density_nw_per_um2": 88.4,
        "leakagePower_nw": 57.5,
        "finalPower_mw": 16.0,
        "max-vdd-ir-drop_mv": 0.0666,
    },
    "finish": {
        "fin_cells": 15384,
        "synthToLayoutAreaGrowth_pct": 15.4,
        "regMostFlops": "ram",
        "drive_gt1_share_pct": 21.0,
        "layout_top_cells": "edfxtp_1 (4096), mux2i_1 (888), mux4_2 (582), buf_4 (488), clkbuf_16 (406)",
        "lay_top_count": "edfxtp_1",
        "reg.largest.list": "ram x4096",
        "largest_reg_flops": 4096,
    },
    "run": {
        "warning_count": 40,
        "maxCapViolCount": 0,
    },
    "worst_hold_path": {
        "holdPathStages": 1,
        "min_path_type": "input pin to flip-flop",
    },
    "status": {
        "status": "finished, final reports clean",
    },
}
## cell type report
| cell class | instances | area, µm² |
|---|---|---|
| antenna | 17 | 42.5 |
| clock inverter | 261 | 2740 |
| fill | 46961 | 340000 |
| sequential | 4096 | 123000 |
| tap | 6942 | 8690 |
| multi-input combinational | 3043 | 31800 |
| inverter | 16 | 60.1 |
| clock buffer | 474 | 10400 |
| timing repair buffer | 535 | 4280 |
## power by group
| group | internal [mW] | total, mW | switching [mW] |
|---|---|---|---|
| registers | 8.52 | 8.53 | 0.00350 |
| clock network | 3.90 | 6.76 | 2.86 |
| logic | 0.228 | 0.713 | 0.485 |
## cells in the mapped netlist (52+ instances only)
cell and instances:
mux4_2 582, edfxtp_1 4096, nand2_1 133, buf_4 52
clkbuf_1 194, a221oi_1 135, o21ai_0 77, a21oi_1 82
a22oi_1 239, nor2_1 268, buf_2 172, nand3_1 81
mux2i_1 888, o22ai_1 192
## path summary, 6_finish.rpt
check               start               end  slack [ns]
max    mem_access_addr[2]  mem_read_data[3]        6.59
min    mem_write_data[10]       ram[30][10]        3.84
## through the flow
stage               util, %  hold slack (ns)  instance area [µm²]
floorplan                 -             4.54               157000
global placement       32.2             4.85               168000
detailed placement     32.2             4.85               168000
CTS                    34.8             3.81               181000
global route           34.8             3.85               181000
finish                 34.8             3.84               181000
## routing by layer
| layer | up-vias | share of wire, % |
|---|---|---|
| met3 | 619 | 19 |
| li1 | 32822 | - |
| met5 | - | 0.18 |
| met1 | 38344 | 31 |
| met4 | 27 | 3.3 |
| met2 | 4712 | 47 |
## cells by family (layout without fill, tap and decap cells)
logic type	Yosys count	count (layout)
flops	4096	4096
mux	1501	1501
compound gates	874	874
simple gates	668	668
buf+inv	481	1286
other cells	0	17
Power figures rest on the tool's default switching activity, not on a simulated workload.
